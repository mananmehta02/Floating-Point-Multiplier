==> /design/flow/design.v <==
`timescale 1ns / 1ps
module FPMult_RoundModule(
		RoundM,
		RoundMP,
		RoundE,
		RoundEP,
		Sp,
		GRS,
		InputExc,
		Z,
		Flags
    );
	input [23:0] RoundM ;									 
	input [23:0] RoundMP ;									 
	input [8:0] RoundE ;									 
	input [8:0] RoundEP ;									 
	input Sp ;												 
	input GRS ;
	input [4:0] InputExc ;
	output [31:0] Z ;										 
	output [4:0] Flags ;
	wire [8:0] FinalE ;									 
	wire [23:0] FinalM;
	wire [23:0] PreShiftM;
	assign PreShiftM = GRS ? RoundMP : RoundM ;	 
	assign FinalM = (PreShiftM[23] ? {1'b0, PreShiftM[23:1]} : PreShiftM[23:0]) ;
	assign FinalE = (PreShiftM[23] ? RoundEP : RoundE) ;  
	assign Z = {Sp, FinalE[7:0], FinalM[22:0]} ;    
	assign Flags = InputExc[4:0];
endmodule
==> /design/flow/run.sh <==
#!/bin/bash
# OpenROAD 26Q1-2900-gdf79404cd8, Yosys 0.63+post, stock flow scripts
make -C /OpenROAD-flow-scripts/flow DESIGN_CONFIG=/design/flow/config.mk WORK_HOME=/design/flow/orfs finish
==> /design/flow/config.mk <==
export PLATFORM = sky130hd
export DESIGN_NAME = FPMult_RoundModule
export DESIGN_NICKNAME = FPMult_RoundModule
export VERILOG_FILES = /design/flow/design.v
export SDC_FILE = /design/flow/constraint.sdc
export NUM_CORES = 4
export LEC_CHECK = 1
export CORE_AREA = 10 10 75 75
export DIE_AREA = 0 0 85 85
==> /design/flow/constraint.sdc <==
current_design FPMult_RoundModule

set clk_period 8.4
set clk_io_pct 0.2

create_clock -name clk0 -period $clk_period

set non_clock_inputs [all_inputs -no_clocks]
set_input_delay [expr $clk_period * $clk_io_pct] -clock clk0 $non_clock_inputs
set_output_delay [expr $clk_period * $clk_io_pct] -clock clk0 [all_outputs]
==> flow_metrics.tcl <==
# metrics dict for downstream scripts
set metrics [dict create \
    ff_count 0 \
    cts-hold-fix-buffers 0 \
    drt_iter0_markers 15 \
    yosys.area.top_type "mux2i_1" \
    seqCellArea_um2 0 \
    required_ns 6.72 \
    crit_path_end_kind "primary output" \
    final_max_slew_viol_count 0 \
    yosysWarnings 0 \
    ys_seq_share_pct 0 \
    track_usage_pct 9.366 \
    hold_viol 0 \
    dieWidth_um 85 \
    startpoint_type "input port" \
    outcome "finished clean" \
    rsz0062_at_grt "false" \
    crit_arrival_ns 3.96 \
    wl_per_cell_um 16.28 \
    dieHeight_um 85 \
    whs_endpoint "Flags[0]" \
    setup_viol 0 \
    grt_pass1_wl_mm 5.823 \
    floorplanUtilization_pct 22.02 \
    antenna_found_initial 0 \
    areaGrowthSynthToFinish_pct 105.2 \
    holdCritPathClass "input port to primary output" \
    syn-mean-instance-area_um2 9.710 \
    comb_area_um2 787.0 \
    warnings 34 \
    grt_max_degree 25 \
    synth_stat.cells 92 \
    nClkBuffers 0 \
    fillers 373 \
    tightest_slew_ns 0.6349 \
    top_area_share_pct 75.07 \
    holdPathStages 0 \
    totalNegativeSetupSlack_ns 0 \
    synth_cells 92 \
    seq_power_share_pct 0 \
    drt.antenna.violating_nets 0 \
    synthTopCellsByCount "mux2i_1, buf_4, mux2_2, buf_2" \
    power_density_nw_per_um2 53.33 \
    dieArea_um2 7225 \
    pwr-share-clk_pct 0 \
    hp-start "InputExc[0]" \
    min_period_ns 5.637 \
    vias 1029 \
    dr.pass1.iters 2 \
    synth.area.top_cells "mux2i_1, mux2_2, buf_4" \
    internal_power_mw 0.07033 \
    detailed_place_hpwl_mm 3.231 \
    most_common_cell "mux2i_1" \
    postLayoutCoreUtil_pct 45.17 \
    drc 0 \
    gp_congestion 0.7636 \
    max_freq_ghz 0.1774 \
    yosysUniqueCellTypes 7 \
    cap_violations 0 \
    yosys_area_um2 893.4 \
    max_slew_margin_pct 57.54 \
    switching_share_pct 28.05 \
    drt_wl_total_mm 3.680 \
    crit_start "RoundM[23]" \
    row_count 23 \
    core_um2 4058 \
    avgViaCountPerCell 4.553 \
    p_sw_mw 0.02742 \
    ir_drop_mv 0.02754 \
    power.leakage_nw 0.8237 \
    crit_fanout 13 \
    timing.final.crit_share_pct 67.10 \
    syn_area_um2 893.4 \
    grt_overflow 0 \
    path_class "input port to primary output" \
    drive_above_1_share_pct 6.818 \
    cts_setup_buffers 0 \
    portBuffers 96 \
    grt_pass1_vias 1178 \
    ctsResizeCount 0 \
    antenna_cells 0 \
    io_pins 110 \
    combPwrFrac_pct 100.0 \
]
-- cells in the final DEF (no fill, tap or decap) --
master | synthesis | routed
mux2i_1 | 67 | 67
clkdlybuf4s50_1 | 0 | 96
mux2i_4 | 1 | 1
nand2_1 | 1 | 1
mux2_2 | 8 | 8
buf_4 | 10 | 3
-- how the worst max path moves through the flow --
stage,end,depth (start not counted)
after CTS,Z[24],5
after global routing,Z[25],5
final,Z[24],5
-- per-stage QoR --
stage,hold slack (ns),area (um^2),total power [mW],setup slack (ns),std cells
2_1_floorplan,3.426,893.4,0.03492,4.252,92
4_1_cts,3.360,1833,0.1002,2.706,226
3_3_place_gp,3.360,1833,0.09909,2.747,226
5_1_grt,3.360,1833,0.1065,2.629,226
3_5_place_dp,3.360,1833,0.09955,2.711,226
6_report,3.360,1833,0.09775,2.763,226
-- critical path: stages --
cell,delay [ns]
clkdlybuf4s50_1,0.74
buf_4,0.38
mux2i_4,0.34
mux2_2,0.39
clkdlybuf4s50_1,0.42
-- power groups by stage --
| stage | clock network [mW] | logic (mW) | registers (mW) |
|---|---|---|---|
| 4_1_cts | 0 | 0.100 | 0 |
| 5_1_grt | 0 | 0.106 | 0 |
| 6_report | 0 | 0.0977 | 0 |
-- cell families (layout without fill, tap and decap cells) --
| group | after synthesis | after routing | synth area share, % |
|---|---|---|---|
| and+or+nand+nor | 1 | 1 | 0.4198 |
| buffers and inverters | 15 | 99 | 11.90 |
| muxes | 76 | 76 | 87.67 |
-- metal layers --
layer / track usage [%] / part of all wire (%) / vias to the layer above / wire (um)
met2: 16.49 / 49 / 54 / 1817
met5: 0 / 0 / - / 0
met1: 9.741 / 36 / 458 / 1318
met3: 5.684 / 14 / 4 / 533
li1: - / - / 513 / -
met4: 0.4491 / 0.27 / 0 / 10
-- cell type report --
cell class / instances / area share [%]
Timing Repair Buffer: 99 / 53.65
Multi-Input combinational cell: 77 / 42.94
Tap cell: 50 / 3.413
No activity file was given, so power comes from the tool's default toggle rates.

--- flow/design.v ---
`timescale 1ns / 1ps
module FPMult_NormalizeModule(
		NormM,
		NormE,
		RoundE,
		RoundEP,
		RoundM,
		RoundMP
    );
	input [22:0] NormM ;									 
	input [8:0] NormE ;									 
	output [8:0] RoundE ;
	output [8:0] RoundEP ;
	output [23:0] RoundM ;
	output [23:0] RoundMP ; 
	assign RoundE = NormE - 127 ;
	assign RoundEP = NormE - 126 ;
	assign RoundM = NormM ;
	assign RoundMP = NormM + 1 ;
endmodule
--- flow/run.sh ---
#!/bin/bash
# OpenROAD 26Q1-2900-gdf79404cd8, Yosys 0.63+post, stock flow scripts
make -C /OpenROAD-flow-scripts/flow DESIGN_CONFIG=/design/flow/config.mk WORK_HOME=/design/flow/orfs finish
--- flow/config.mk ---
export PLATFORM = sky130hd
export DESIGN_NAME = FPMult_NormalizeModule
export DESIGN_NICKNAME = FPMult_NormalizeModule
export VERILOG_FILES = /design/flow/design.v
export SDC_FILE = /design/flow/constraint.sdc
export NUM_CORES = 4
export LEC_CHECK = 1
export CORE_AREA = 10 10 70 70
export DIE_AREA = 0 0 80 80
--- flow/constraint.sdc ---
current_design FPMult_NormalizeModule

set clk_period 7.4
set clk_io_pct 0.2

create_clock -name clk0 -period $clk_period

set non_clock_inputs [all_inputs -no_clocks]
set_input_delay [expr $clk_period * $clk_io_pct] -clock clk0 $non_clock_inputs
set_output_delay [expr $clk_period * $clk_io_pct] -clock clk0 [all_outputs]
==> results.rst <==
Run summary
-----------

.. list-table::
   :header-rows: 1

   * - Metric
     - Value
   * - Outcome
     - finished clean
   * - Crit path capture
     - RoundMP[22]
   * - Stage delay of the slowest cell on the critical path
     - 0.55 ns
   * - Number of pins exceeding their max-slew limit in the final report
     - 0
   * - Worst min-delay path startpoint
     - NormM[20]
   * - Master of the slowest instance on the critical path
     - clkdlybuf4s50_1
   * - Unrepaired setup endpoints after global routing
     - false
   * - Minimum clock period
     - 5.123 ns
   * - Number of buffers added on ports
     - 97
   * - Setup tns final
     - 0 ns
   * - First-pass GRT wire length
     - 4802 µm
   * - Period utilization
     - 0.6923
   * - Proportion of total power due to net switching
     - 0.2945
   * - Tool warnings
     - 32
   * - Number of detailed-route iterations in the first pass
     - 4
   * - Ant diodes
     - 0
   * - # setup viols final
     - 0
   * - Leftover overflow at the end of global routing
     - 0
   * - Required time of the worst setup path
     - 5.92 ns
   * - Most numerous logic cells after layout
     - clkdlybuf4s50_1, xnor2_1, xor2_1, nand3_1, nand2_1
   * - Kind of start point of the critical path
     - input port
   * - Number of antenna violations at the first check in global routing
     - 0
   * - Placement Cell Area
     - 1680 µm²
   * - Max Cap Viol
     - 0
   * - Core Util, Final
     - 0.4919
   * - Number of clock-tree buffers in the layout
     - 0
   * - Proportion of power drawn by combinational gates
     - 1.000
   * - Crit Path Category
     - input port to output pin
   * - I/O Pins
     - 98
   * - Kind of cell adding the most delay to the critical path
     - buffers and inverters
   * - Highest-count logic cell in the final layout
     - clkdlybuf4s50_1
   * - # Cells Yosys
     - 119
   * - Post-synth design cell area
     - 847.1 µm²
   * - Horiz. Die Dim
     - 80 µm
   * - Pin count of the biggest net entering global routing
     - 9
   * - Worst-case setup slack after placement
     - 2.256 ns
   * - Cells after Synth
     - 119
   * - Routed via count divided by cell count
     - 4.191
   * - Count of hold-fix buffers inserted at cts
     - 0
   * - Most common cell type on the critical path
     - clkdlybuf4s50_1
   * - Vertical extent of the die
     - 80 µm
   * - Post-CTS setup repair buffer count
     - 0
   * - Launch point of the worst path
     - NormM[0]
   * - Number of sequential storage elements
     - 0
   * - Min setup slack post-route
     - 2.277 ns
   * - Sequential area share after synthesis
     - 0
   * - P_leak
     - 0.6347 nW
   * - Final cell area excluding filler cells
     - 1680 µm²
   * - Number of nets with antenna violations after detailed routing
     - 0
   * - Layout cells sized above 1
     - 0.02116
   * - Internal power component
     - 58.56 µW
   * - Count of routing violations after the opening detailed-route iteration
     - 29
   * - Vias in the first global route
     - 954
   * - Max Freq
     - 195.2 MHz
   * - Power per unit of standard cell area
     - 49.39 nW/µm²
   * - Synth Area per Inst
     - 7.118 µm²
   * - Stages on worst setup path
     - 7
   * - Area enclosed by the die boundary
     - 6400 µm²
   * - Register cell area after layout
     - 0 µm²
   * - Quantity of gates resized following cts
     - 0
   * - Setup crit end kind
     - output pin
   * - Switching power total
     - 24.44 µW
   * - Final tally of hold violations
     - 0
   * - Post-detail-place hpwl
     - 2955 µm
   * - Part of the power in registers
     - 0
   * - Effective utilization at floorplan
     - 0.2480
   * - Wirelength per Cell
     - 13.89 µm
   * - Count of distinct cell types in the synthesized netlist
     - 20
   * - Routed wire length
     - 3263 µm
   * - Class of the most critical hold timing path
     - input port to output pin
   * - Buffers & Inverters on Critical Path
     - 2
   * - Layout overhead on the synthesized area
     - 98.38%
   * - Worst-path fanout max
     - 5
   * - Warnings from Yosys
     - 0
   * - Chip Area, Yosys
     - 847.1 µm²
   * - Final weighted congestion of routability-driven global placement
     - 0.7541
   * - Core area
     - 3416 µm²
   * - Standard-cell row count
     - 21
   * - Detailed-route via count
     - 985
   * - Critical path data arrival time
     - 3.64 ns
   * - Number of fill cells
     - 337
   * - Drt drc
     - 0
   * - Share of total power in the clock network
     - 0
   * - GRT Overall Usage
     - 0.08982
   * - Critical path, cell by cell
     - clkdlybuf4s50_1 > ha_1 > nand4_1 > nor4_4 > nand3_1 > xnor2_1 > clkdlybuf4s50_1
   * - Worst vdd rail ir drop
     - 0.01645 mV
per-stage QoR:
stage                     hold slack [ns]  power (mW)  std cells
after global routing                3.867     0.09070        235
after global placement              3.854     0.08487        235
after detailed placement            3.852     0.08473        235
after floorplan                     2.969     0.02223        119
after CTS                           3.852     0.08532        235
final                               3.839     0.08300        235
logic make-up after synthesis:
| family | count (synthesis) | synth area share |
|---|---|---|
| compound gates | 2 | 0.01182 |
| xor+xnor | 34 | 0.3516 |
| fa+ha+maj | 3 | 0.04432 |
| buf+inv | 32 | 0.2526 |
| other cells | 1 | 0.004427 |
| simple gates | 47 | 0.3353 |
power by group through the flow:
stage / registers (mW) / clock network [mW] / logic (mW)
after global routing: 0 / 0 / 0.0907
final: 0 / 0 / 0.0830
after CTS: 0 / 0 / 0.0853
synth_stat cells (all sizes together) (2+ instances only):
master  number  area share
nand4        7       0.069
nor3         2       0.012
xor2        15        0.16
ha           3       0.044
xnor2       19        0.20
inv          5       0.022
and3         3       0.022
buf         25        0.22
nand2       10       0.044
nor2         5       0.022
nor4         3       0.058
a21oi        2       0.012
nand3       14       0.083
clkbuf       2      0.0089
how the worst min path moves through the flow:
| stage | to | slack [ns] | cells after the start |
|---|---|---|---|
| 6_report | RoundM[20] | 3.84 | 2 |
| 5_1_grt | RoundM[20] | 3.87 | 2 |
| 4_1_cts | RoundM[20] | 3.85 | 2 |
layout make-up:
cell class	instances	area, µm²	area share
inverters	5	18.77	0.01117
well taps	46	57.56	0.03425
repair buffers	97	970.9	0.5778
multi-input cells	87	633.1	0.3768
metal layers:
metal  wire [µm]  track usage
met1        1363       0.1127
met2        1523       0.1549
met3         375      0.02841
met4           0            0
met5           0            0
No activity file was given, so power comes from the tool's default toggle rates.

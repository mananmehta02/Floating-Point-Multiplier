==> /design/flow/design.v <==
`timescale 1ns / 1ps
module FPMult_PrepModule (
		clk,
		rst,
		a,
		b,
		Sa,
		Sb,
		Ea,
		Eb,
		Mp,
		InputExc
	);
	input clk ;
	input rst ;
	input [31:0] a ;								 
	input [31:0] b ;								 
	output Sa ;										 
	output Sb ;										 
	output [7:0] Ea ;								 
	output [7:0] Eb ;								 
	output [47:0] Mp ;							 
	output [4:0] InputExc ;						 
	wire ANaN ;										 
	wire BNaN ;										 
	wire AInf ;										 
	wire BInf ;										 
	wire [47:0] PCOUT1 ;
	assign ANaN = &(a[30:23]) & |(a[22:0]) ;			 
	assign BNaN = &(b[30:23]) & |(b[22:0]);			 
	assign AInf = &(a[30:23]) & ~|(a[22:0]) ;		 
	assign BInf = &(b[30:23]) & ~|(b[22:0]) ;		 
	assign InputExc = {(ANaN | BNaN | AInf | BInf), ANaN, BNaN, AInf, BInf} ;
	assign Sa = a[31] ;							 
	assign Sb = b[31] ;							 
	assign Ea = (a[30:23]);						 
	assign Eb = (b[30:23]);						 
	assign Mp = ({7'b0000001, a[22:0]}*{12'b0000000000001, b[22:17]}) ;
endmodule
==> /design/flow/run.sh <==
#!/bin/bash
# OpenROAD 26Q1-2900-gdf79404cd8, Yosys 0.63+post, stock flow scripts
make -C /OpenROAD-flow-scripts/flow DESIGN_CONFIG=/design/flow/config.mk WORK_HOME=/design/flow/orfs finish
==> /design/flow/config.mk <==
export PLATFORM = sky130hd
export DESIGN_NAME = FPMult_PrepModule
export DESIGN_NICKNAME = FPMult_PrepModule
export VERILOG_FILES = /design/flow/design.v
export SDC_FILE = /design/flow/constraint.sdc
export NUM_CORES = 4
export LEC_CHECK = 1
export CORE_UTILIZATION = 30
==> /design/flow/constraint.sdc <==
current_design FPMult_PrepModule

set clk_period 15.3
set clk_io_pct 0.2

create_clock -name clk0 -period $clk_period

set non_clock_inputs [all_inputs -no_clocks]
set_input_delay [expr $clk_period * $clk_io_pct] -clock clk0 $non_clock_inputs
set_output_delay [expr $clk_period * $clk_io_pct] -clock clk0 [all_outputs]
==> impl_metrics.json <==
{
  "num_vias": 4707,
  "outcome": "complete, no violations",
  "ctsResizeCount": 0,
  "worstPathCellList": "clkdlybuf4s50_1, buf_4, and2_1, fa_1, inv_1, fa_1, inv_1, fa_1, inv_1, fa_1, inv_1, ha_1, a21oi_1, o211ai_1, a31oi_1, a211oi_1, o21ai_1, nor2b_1, xnor2_1, clkdlybuf4s50_1",
  "remaining_drc_errors": 0,
  "holdWs_ns": 6.120,
  "timing.fmax_mhz": 85.42,
  "path_class": "in -> out",
  "crit_arrival_ns": 8.65,
  "grt_pass1_vias": 4986,
  "period_used_pct": 76.51,
  "grt_max_degree": 26,
  "grt_pass1_wl_um": 24560,
  "fillers": 1939,
  "antenna_found_initial": 0,
  "maxCapViolations": 0,
  "hpwl_um": 11540,
  "fin_crit_ns": 11.71,
  "core_um2": 18640,
  "cp-end-kind": "output port",
  "die_w_um": 139.8,
  "slew_headroom_pct": 65.03,
  "warnings": 35,
  "power_w": 0.001132,
  "hp-class": "in -> out",
  "grt_use_met3_pct": 1.823,
  "cts-hold-fix-buffers": 0,
  "place_inst": 1018,
  "cp_slowest_cell": "fa_1",
  "gr-usage-met2_pct": 27.39,
  "routed_wl_um": 13750,
  "area_leaders": "fa_1 38%, ha_1 11%, inv_1 10%, and2_1 8.2%, buf_4 5.1%",
  "layout.cells.non_filler": 1018,
  "gp_congestion": 0.8347,
  "fp.dieH_um": 139.8,
  "most_common_cell": "inv_1",
  "postCtsSetupBuffers": 0,
  "ys_seq_share_pct": 0,
  "synth.largest_area_cell": "fa_1",
  "syn_to_final_growth_pct": 20.57,
  "num_antenna_cells": 0,
  "ir_drop_mv": 0.1189,
  "slew_violations": 0,
  "p_leak_nw": 3.410,
  "ys_types": 47,
  "num_rows": 50,
  "ys_cells": 706,
  "pin_count": 137,
  "worst_slew_pin_slew_ns": 0.5221,
  "postRouteAntennaNets": 0,
  "register_area_um2": 0,
  "drt-wirelength-per-cell_um": 13.51,
  "chipArea_um2": 19550,
  "grt_overflow": 0,
  "synth.top_cell.area_share_pct": 38.29,
  "clockBufferCount": 0,
  "vias_per_cell": 4.624,
  "synth_area_um2": 5699,
  "rsz0062_at_grt": "no",
  "yosys_warnings": 0,
  "use_met1_pct": 23.66,
  "initCoreUtil_pct": 30.57,
  "slowest_delay_ns": 0.53,
  "drt_iter0_drc": 178,
  "critPathMaxFanout": 25,
  "port_buffers": 114,
  "cp.buffers_inverters": 7,
  "ys_area_um2": 5699,
  "synthCells": 706,
  "tns_ns": 0,
  "syn_avg_cell_area_um2": 8.073,
  "top_cells_by_count": "156 x inv_1, 109 x fa_1, 77 x nand2_1",
  "drive_gt1_share_pct": 2.806,
  "setup_viol": 0,
  "gr-usage-all-layers_pct": 16.07,
  "power.density_nw_per_um2": 164.8,
  "required_ns": 12.24,
  "busiest_layer": "met2",
  "flops": 0,
  "critical_path.top_delay_family": "adder cells",
  "drtPass1Iterations": 4,
  "worstSetupStartpointType": "input port",
  "hold_viol_final": 0
}
## cells by family after synthesis
logic type | after synthesis | share of synthesized area [%]
AND-OR/OR-AND | 90 | 10.89
AND/OR/NAND/NOR | 218 | 19.52
other | 1 | 0.06580
buffers and inverters | 214 | 16.71
adder cells (fa/ha/maj) | 157 | 48.83
XOR/XNOR | 26 | 3.996
## metrics by stage
step                cell area, um^2  worst slack [ns]  utilization, %
finish                         6872             3.593           36.86
floorplan                      5759             5.205               -
detailed placement             6872             3.635           36.86
global route                   6872             3.229           36.86
CTS                            6872             3.599           36.86
global placement               6872             3.611           36.86
## cells in the final DEF, fill, tap and decap left out, types with 2 or more instances in the layout
cell and count:
a211oi_2 2, a21boi_0 2, a21o_1 11, a21oi_1 30
a31oi_1 6, and2_1 75, and3_1 2, buf_4 6
clkdlybuf4s50_1 114, conb_1 17, fa_1 109, ha_1 48
inv_1 156, nand2_1 77, nand3_1 9, nand4_1 9
nor2_1 19, nor2b_1 2, nor3_1 5, nor4_1 13
o211ai_1 2, o21a_1 8, o21ai_0 11, o21ai_1 3
o31a_1 2, o31ai_2 2, xnor2_1 14, xor2_1 12
## layer usage
metal | up-vias | routed length (um)
li1 | 2284 | -
met5 | - | 0
met4 | 0 | 54
met2 | 98 | 6697
met3 | 4 | 556
met1 | 2321 | 6441
## final timing paths
kind   from      to  depth (start not counted)  slack (ns)
max   b[18]  Mp[24]                         20        3.59
min   a[31]      Sa                          0        6.12
## final cells by class
cell class	instances	area, um^2	area share, %
multi-input cells	508	4807	69.96
repair buffers	120	1186	17.26
inverters	156	585.6	8.521
well taps	234	292.8	4.261
## power by group
| group | total [W] | internal [W] | switching, W | leakage (nW) |
|---|---|---|---|---|
| Combinational | 0.00113 | 0.000591 | 0.000541 | 3.41 |
| Clock | 0 | 0 | 0 | 0 |
| Sequential | 0 | 0 | 0 | 0 |
| Total | 0.00113 | 0.000591 | 0.000541 | 3.41 |
Power and IR drop assume default switching activity.
